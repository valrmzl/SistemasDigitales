==> flow/design.v <==
`timescale 1ns / 1ps
module alu_module(
    input [2:0] button,
	 input [3:0] A,
	 input [3:0] B,
	 output reg[8:0] RESULT,
	 output reg [3:0] compA,
	 output reg [3:0] compB,
	 output reg signA,
	 output reg signB,
	 output reg signRES
	 );
	always @(A,B,button,RESULT)
		begin
			if(button == 3'b000)
				begin
				compA = A;
				compB = B;
				signA = 1'b1; signB = 1'b1; signRES = 1'b1;
				RESULT = compA&compB;
				end
			if(button == 3'b001)
				begin
				compA = A;
				compB = B;
				signA = 1'b1; signB = 1'b1; signRES = 1'b1;
				RESULT = A|B;
				end
			if(button == 3'b010)
				begin
				compA = A;
				compB = B;
				signA = 1'b1; signB = 1'b1; signRES = 1'b1;
				RESULT = ~B;
				end
			if(button == 3'b011)
				begin
				compA = A;
				compB = B;
				signA = 1'b1; signB = 1'b1; signRES = 1'b1;
				RESULT = A^B;
				end
			if(button == 3'b100)
				begin
					RESULT = A+B;
					signA = (A[3] == 1'b1) ? 1'b0 : 1'b1;
					compA = (A[3] == 1'b1) ? ((~A)+1'b1) : A;
					signB = (B[3] == 1'b1) ? 1'b0 : 1'b1;
					compB = (B[3] == 1'b1) ? ((~B)+1'b1) : B;
					signRES = (RESULT[8] == 1'b1) ? 1'b0 : 1'b1;
				end
			if (button == 3'b101) 
				begin
					RESULT = A-B;
					signA = (A[3] == 1'b1) ? 1'b0 : 1'b1;
					compA = (A[3] == 1'b1) ? ((~A)+1'b1) : A;
					signB = (B[3] == 1'b1) ? 1'b0 : 1'b1;
					compB = (B[3] == 1'b1) ? ((~B)+1'b1) : B;
					signRES = (RESULT[8] == 1'b1) ? 1'b0 : 1'b1;
				end
			if (button == 3'b110) 
				begin
					RESULT = (-A);
					signA = (A[3] == 1'b1) ? 1'b0 : 1'b1;
					compA = (A[3] == 1'b1) ? ((~A)+1'b1) : A;
					signB = (B[3] == 1'b1) ? 1'b0 : 1'b1;
					compB = (B[3] == 1'b1) ? ((~B)+1'b1) : B;
					signRES = (RESULT[8] == 1'b1) ? 1'b0 : 1'b1;
				end
			if (button == 3'b111) 
				begin
					RESULT = A*B;
					signA = (A[3] == 1'b1) ? 1'b0 : 1'b1;
					compA = (A[3] == 1'b1) ? ((~A)+1'b1) : A;
					signB = (B[3] == 1'b1) ? 1'b0 : 1'b1;
					compB = (B[3] == 1'b1) ? ((~B)+1'b1) : B;
					if (signA == signB)
						signRES = 1'b1;
					else
						signRES = 1'b0;
				end
		end
endmodule
==> flow/run.sh <==
#!/bin/bash
# OpenROAD 26Q1-2900-gdf79404cd8, Yosys 0.63+post, stock flow scripts
make -C /OpenROAD-flow-scripts/flow DESIGN_CONFIG=/design/flow/config.mk WORK_HOME=/design/flow/orfs finish
==> flow/config.mk <==
export PLATFORM = sky130hd
export DESIGN_NAME = alu_module
export DESIGN_NICKNAME = alu_module
export VERILOG_FILES = /design/flow/design.v
export SDC_FILE = /design/flow/constraint.sdc
export NUM_CORES = 4
export LEC_CHECK = 1
export CORE_UTILIZATION = 30
==> flow/constraint.sdc <==
current_design alu_module

set clk_period 5.6
set clk_io_pct 0.2

create_clock -name clk0 -period $clk_period

set non_clock_inputs [all_inputs -no_clocks]
set_input_delay [expr $clk_period * $clk_io_pct] -clock clk0 $non_clock_inputs
set_output_delay [expr $clk_period * $clk_io_pct] -clock clk0 [all_outputs]
==> run summary <==
proportion of power drawn by flip-flops and latches -> 10.6%
mapped cell area -> 1620 um^2
Critical Path Sink -> RESULT[7]
warning total across the stage logs -> 41
via count of the first global-routing pass -> 1279
Critical Setup Path Class -> in -> out
Leak -> 1.008 nW
Area Growth Syn to Fin -> 24.79%
clock share of power -> 0%
global-route wire length before repair -> 5913 um
crit-path max FO -> 5
post-synthesis share of cell area spent on and-or and or-and gates -> 22.39%
cell count after placement -> 308
count of routing violations after the opening detailed-route iteration -> 58
relative max-transition margin -> 42.88%
actual transition at the worst max-transition pin -> 0.8542 ns
number of vias per cell after detailed routing -> 4.549
CP Launch Type -> primary input
critical path required time -> 4.48 ns
count of unclocked register or latch pins -> 20
remaining antenna violation count -> 0
total negative slack -> 0 ns
total length of routed wires -> 3453 um
die height -> 75.49 um
starting utilization of the core area -> 31.52%
reported max-cap violation count -> 0
proportion of power drawn by combinational gates -> 89.4%
tally of yosys warning messages -> 1
post-detailed-route wirelength per cell -> 11.21 um
pin count of the biggest net entering global routing -> 31
top achievable clock speed -> 185.3 MHz
shortest clock period the worst path allows after layout -> 5.395 ns
distinct cell type count after synthesis -> 44
kind of capture point of the worst setup path -> primary output
Dominant comb cell -> adder cells
count of unresolved DRC violations after routing -> 0
Top cell excl fill/tap -> sky130_fd_sc_hd__ha_1
arrival time of data at the critical path endpoint -> 4.28 ns
hold-fix buffer count after cts -> 0
count of mapped cells out of synthesis -> 195
adder and majority gate portion of the synthesized area -> 29.03%
startpoint of the worst setup timing path -> A[0]
number of antenna violations at the first check in global routing -> 0
power dissipated by switching net loads -> 0.07305 mW
Std-Cell Core Area -> 5140 um^2
xor/xnor cell area share of the yosys netlist -> 4.865%
placer's final routability congestion estimate -> 0.8766
total power divided by cell area -> 75.90 nW/um^2
share of layout cells above drive strength 1 -> 11.76%
ys flops -> 20
Filler Cell Count -> 561
unrepaired setup endpoints after global routing -> false
grt total ovfl -> 0
Vias -> 1401
post-CTS setup buffer count -> 0
ANT cells -> 0
count of endpoints failing hold in the final timing report -> 0
number of max-slew violations in the final report -> 0
Power Internal -> 0.08041 mW
final tally of setup violations -> 0
prevailing post-synth register cell -> sky130_fd_sc_hd__dlxtn_1
average cell area after synthesis -> 8.309 um^2
number of flops mapped to enable cells by yosys -> 0
placed wire-length estimate after detailed placement -> 2801 um
number of unconstrained endpoints -> 20
final instance count without filler cells -> 308
fin crit share -> 96.34%
Mux area share -> 4.788%
top library cells by usage in the layout, fill and taps aside -> sky130_fd_sc_hd__ha_1, sky130_fd_sc_hd__clkdlybuf4s50_1, sky130_fd_sc_hd__dlxtn_1, sky130_fd_sc_hd__conb_1, sky130_fd_sc_hd__nor2_1
share of async-settable or async-resettable flops after synthesis -> 0%
I/O Buffers -> 31
run status -> finished, final reports clean
Yosys Chip Area -> 1620 um^2
drt first pass iters -> 4
Total GRT Usage -> 13.59%
overall die width -> 75.49 um
# rows -> 26
switching part of the total -> 47.60%
chip area -> 5699 um^2
area fraction in and, or, nand and nor cells -> 13.05%
post-synthesis cell count from yosys -> 195
maximum ir drop on the vdd rail -> 0.00003137 V
IO Count -> 31
[power groups by stage]
| stage | clock network [mW] | registers [mW] | logic, mW |
|---|---|---|---|
| 4_1_cts | 0 | 0.0164 | 0.138 |
| 5_1_grt | 0 | 0.0172 | 0.157 |
| 6_report | 0 | 0.0163 | 0.137 |
[cell families after synthesis]
kind of cell	Yosys count
xor+xnor	9
compound gates	53
simple gates	48
buf+inv	24
fa+ha+maj	34
latches	20
mux	6
other cells	1
[cell type report]
cell class / instances / area (um^2) / area share [%]
Timing Repair Buffer: 32 / 285.3 / 14.11
Multi-Input combinational cell: 170 / 1289 / 63.74
Tap cell: 70 / 87.58 / 4.332
Inverter: 16 / 60.06 / 2.970
Sequential cell: 20 / 300.3 / 14.85
[state kept, by name, indices dropped and copies added, names as in the netlist]
register  flops
compA         4
RESULT        9
signA         1
signRES       1
signB         1
compB         4
[through the flow]
stage	cell area, um^2	total power [mW]	util [%]	setup WS (ns)
detailed placement	2042	0.1537	39.73	-0.3766
floorplan	1692	0.1094	-	0.8323
CTS	2043	0.1540	39.75	0.003486
global route	2022	0.1740	39.34	0.01720
finish	2022	0.1535	39.34	0.2048
global placement	2042	0.1535	39.73	-0.3628
[what timing repair did]
item,in CTS,in global routing
gates resized,15,16
setup endpoints to repair,5,3
pin swaps,1,1
[per-layer routing]
layer | up-vias | track usage, % | part of all wire (%)
met5 | - | 0 | 0
met1 | 625 | 21.40 | 51
met2 | 27 | 21.53 | 45
met4 | 0 | 0 | 0
li1 | 749 | - | -
met3 | 0 | 1.877 | 4.2
[cells in the mapped netlist, types with 2 or more instances]
library cell,number,area share (%)
sky130_fd_sc_hd__nor2_1,20,4.6
sky130_fd_sc_hd__dlxtn_1,20,19
sky130_fd_sc_hd__mux2_2,4,2.8
sky130_fd_sc_hd__a21o_1,5,2.3
sky130_fd_sc_hd__a21oi_1,9,2.8
sky130_fd_sc_hd__o21ai_0,14,4.3
sky130_fd_sc_hd__fa_1,6,7.4
sky130_fd_sc_hd__nor3_1,3,0.93
sky130_fd_sc_hd__nand2_1,15,3.5
sky130_fd_sc_hd__a22oi_1,2,0.93
sky130_fd_sc_hd__a31o_2,2,1.1
sky130_fd_sc_hd__inv_1,15,3.5
sky130_fd_sc_hd__o211ai_1,2,0.93
sky130_fd_sc_hd__o21bai_1,2,0.93
sky130_fd_sc_hd__xnor2_1,9,4.9
sky130_fd_sc_hd__nand3_1,4,1.2
sky130_fd_sc_hd__buf_2,2,0.62
sky130_fd_sc_hd__nor2b_1,2,0.77
sky130_fd_sc_hd__ha_1,28,22
sky130_fd_sc_hd__a211oi_1,4,1.9
sky130_fd_sc_hd__buf_4,4,1.9
[critical path, cell delays in order]
cell and delay (ns):
sky130_fd_sc_hd__buf_2 0.14, sky130_fd_sc_hd__nand2_1 0.09, sky130_fd_sc_hd__fa_1 0.53, sky130_fd_sc_hd__inv_1 0.05
sky130_fd_sc_hd__fa_2 0.57, sky130_fd_sc_hd__ha_1 0.25, sky130_fd_sc_hd__a211oi_1 0.22, sky130_fd_sc_hd__o21bai_1 0.11
sky130_fd_sc_hd__a21oi_2 0.15, sky130_fd_sc_hd__xnor2_1 0.12, sky130_fd_sc_hd__a31o_2 0.16, sky130_fd_sc_hd__dlxtn_1 0.32
sky130_fd_sc_hd__clkdlybuf4s50_1 0.44
Power and IR drop assume default switching activity.
