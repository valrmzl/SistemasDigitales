## run.sh

```bash
#!/bin/bash
# OpenROAD 26Q1-2900-gdf79404cd8, Yosys 0.63+post, stock flow scripts
make -C /OpenROAD-flow-scripts/flow DESIGN_CONFIG=/design/flow/config.mk WORK_HOME=/design/flow/orfs finish
```

## constraint.sdc

```tcl
current_design Top

set clk_period 1.7
set clk_io_pct 0.2

create_clock -name clk0 -period $clk_period

set non_clock_inputs [all_inputs -no_clocks]
set_input_delay [expr $clk_period * $clk_io_pct] -clock clk0 $non_clock_inputs
set_output_delay [expr $clk_period * $clk_io_pct] -clock clk0 [all_outputs]
```

## config.mk

```make
export PLATFORM = sky130hd
export DESIGN_NAME = Top
export DESIGN_NICKNAME = Top
export VERILOG_FILES = /design/flow/design.v
export SDC_FILE = /design/flow/constraint.sdc
export NUM_CORES = 4
export LEC_CHECK = 1
export CORE_AREA = 10 10 70 70
export DIE_AREA = 0 0 80 80
```

## design.v

```verilog
`timescale 1ns / 1ps
module Top(
    input [3:0] A,
    input [3:0] B,
	 input operacion,
    output [3:0] S,
    output Cout
    );
	 wire w0,w1,w2;
	 	restador Res0(.a(A[0]),.b(B[0]),.cin(0),.r(S[0]),.cout(w0));
		restador Res1(.a(A[1]),.b(B[1]),.cin(w0),.r(S[1]),.cout(w1));
		restador Res2(.a(A[2]),.b(B[2]),.cin(w1),.r(S[2]),.cout(w2));
		restador Res3(.a(A[3]),.b(B[3]),.cin(w2),.r(S[3]),.cout(Cout));
endmodule
`timescale 1ns / 1ps
module restador(
    input a,
    input b,
    input cin,
    output cout,
    output r
    );
	 assign r=(a&~b&~cin)|(~a&~b&cin)|(a&b&cin)|(~a&b&~cin);
	 assign cout=(~a&cin)|(~a&b)|(a&b&cin)|(b&cin);
endmodule
```

==> run notes <==
The run has ended; figures from its reports follow.

The run finished, with violations left. The part of the Yosys area used for sequential elements came out at 0. The power share of the clock group is 0. The start point of the critical path is A[0]. The final critical path time including I/O delays and setup came out at 2.276 ns. The final reports fail on setup timing. After the first detailed-routing iteration, the DRC count stood at 0. For this run, the detailed router reports a per-instance via density of 1.514. The design has 0 sequential cells. The vias after detailed routing is 109. Post-synthesis, Yosys gives the total cell area as 136.4 um^2. The number of rows created at floorplan came out at 21. The number of nets with antenna violations after routing is 0. Measured on the finished design, the core utilization comes to 0.09121. The total die size is 6400 um^2. The die extent in x came out at 80 um. The worst hold path begins at B[0]. The switching fraction of total power is 0.3509.

In the Yosys report the total cell count is 17. The headroom to the max-slew limit came out at 0.9365. The number of cells in the design after placement is 72. The critical setup path kind is input pin to output port.

The number of buffers added to fix hold violations after cts is 0. The total I/O pin count came out at 14. The highest clock frequency the design can meet is 439.4 MHz. At the end of routability-driven placement, the weighted congestion stood at 0.6428.

The combinational group share of total power is 1.000. The area used by sequential logic in the layout came out at 0 um^2. In the routed design, unresolved DRC markers number 0. The count of different cell masters after synthesis is 4. During placement, the flow inserted port buffers numbering 13. The area of all placed cells without fillers is 311.5 um^2. Looking at the post-CTS report, the setup buffer insertion count equals 0. The average wire per cell in the routed design is 6.458 um. The average cell area after synthesis came out at 8.022 um^2.

The number of antenna violations at the first check in global routing came out at 0. The part of the total power dissipated in sequential elements came out at 0. In the finished design, the share of the clock period the worst path needs comes to 1.339. On the critical path the data arrives at 1.94 ns. The antenna diode count is 0.

The clock buffer count is 0. The peak supply drop is 0.07050 mV. The slew at the pin closest to its max-slew limit came out at 0.09497 ns. The non-filler instance count after layout came out at 72. Entering global routing, the biggest net connects 2 pins. The via count of the first global-routing pass came out at 116. The overall routing resource usage came out at 0.01390. The residual overflow from global routing came out at 0. The warning total across the stage logs came out at 36.

The first-pass GRT wire length is 648 um. The initial standard-cell utilization of the core is 0.03993. The net switching component of the power is 26.70 uW. The synthesis report lists the Yosys warning total as 1.

The count of final hold-check violations is 0. The final max-slew violation count recorded for this run is 0. Setup repair after global routing could not meet its margin everywhere. The total power of the final layout is 76.09 uW.

For this run, the final setup violation count is recorded as 3. The layout overhead on the synthesized area is 128.4%. The height of the chip came out at 80 um. The worst setup path is launched from an input pin. The report shows a maximum critical-path fanout of 1. The leakage power of the design came out at 0.0001348 uW. The total area inside the core boundary comes to 3416 um^2. The area of placed instances came out at 319.1 um^2. The iteration count of the initial detailed-routing pass is 1. The synthesized cell area came out at 136.4 um^2. The sum of net half-perimeters after detailed placement came out at 465.2 um. For this block, the routed nets add up to 465 um of wire. The internal portion of total power is 49.38 uW. The post-synthesis cell count is 17. The worst-case setup margin in the final layout is -0.5756 ns. The required time at the endpoint of the critical path came out at 1.36 ns. STA classifies the critical path endpoint as an output port. Power spread over the standard cell area amounts to 244.2 nW/um^2. The total of max-cap violations is 0. The layout cell share with drive strength beyond 1 is 0.5385. The path type of the worst min-delay path is input pin to output port.
[final cells by class]
type,instances,area (um^2)
fill,406,3104
timing repair buffer,13,120.1
tap,46,57.56
multi-input combinational,4,92.59
inverter,9,41.29
[metrics by stage]
step	hold slack (ns)	TNS (ns)	setup slack [ns]
final	1.180	-1.175	-0.5756
after detailed placement	1.739	-4.611	-1.395
after CTS	1.265	-1.225	-0.5947
after global routing	1.221	-1.338	-0.6318
after global placement	1.740	-4.619	-1.393
after floorplan	0.8309	-0.6349	-0.4036
[synthesized netlist by cell type]
master	n	area (um^2)
sky130_fd_sc_hd__inv_1	9	33.78
sky130_fd_sc_hd__buf_4	4	30.03
sky130_fd_sc_hd__fa_1	3	60.06
sky130_fd_sc_hd__ha_1	1	12.51
[what timing repair did]
action                                  in CTS  in global routing
gates resized                               30                  1
pin swaps                                    4                  0
endpoints found under the hold margin        0                  0
endpoints found under the setup margin       5                  4
gates cloned                                 0                  0
[critical path, stage by stage]
cell and delay (ns):
sky130_fd_sc_hd__buf_8 0.08, sky130_fd_sc_hd__inv_8 0.03, sky130_fd_sc_hd__ha_4 0.15, sky130_fd_sc_hd__fa_2 0.38, sky130_fd_sc_hd__fa_2 0.35, sky130_fd_sc_hd__inv_2 0.06, sky130_fd_sc_hd__fa_2 0.43, sky130_fd_sc_hd__buf_6 0.13
[kinds of logic after synthesis]
logic type	share of synthesized area
fa+ha+maj	0.5321
buf+inv	0.4679
[worst paths after layout]
| path | end | slack (ns) | cells past startpoint |
|---|---|---|---|
| worst max-delay path | S[3] | -0.58 | 8 |
| worst min-delay path | S[1] | 1.18 | 5 |
[cell usage in the layout, fill, tap and decap left out]
master,instances
sky130_fd_sc_hd__buf_2,2
sky130_fd_sc_hd__buf_6,2
sky130_fd_sc_hd__buf_8,1
sky130_fd_sc_hd__clkbuf_2,1
sky130_fd_sc_hd__clkdlybuf4s50_1,5
sky130_fd_sc_hd__dlygate4sd2_1,2
sky130_fd_sc_hd__fa_2,3
sky130_fd_sc_hd__ha_4,1
sky130_fd_sc_hd__inv_1,5
sky130_fd_sc_hd__inv_2,3
sky130_fd_sc_hd__inv_8,1
[power by group through the flow]
| stage | Clock, uW | Combinational (uW) | Sequential (uW) |
|---|---|---|---|
| CTS | 0 | 81.4 | 0 |
| global route | 0 | 89.0 | 0 |
| finish | 0 | 76.1 | 0 |
[layer usage]
layer  track usage  wire length [um]  vias to the layer above
li1              -                 -                       57
met2       0.01926               174                        9
met5             0                 0                        -
met3       0.01250               109                        0
met4             0                 0                        0
met1       0.01663               182                       43
Power and IR drop assume default switching activity.
