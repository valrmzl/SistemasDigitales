[flow/run.sh]
#!/bin/bash
# OpenROAD 26Q1-2900-gdf79404cd8, Yosys 0.63+post, stock flow scripts
make -C /OpenROAD-flow-scripts/flow DESIGN_CONFIG=/design/flow/config.mk WORK_HOME=/design/flow/orfs finish
[flow/config.mk]
export PLATFORM = sky130hd
export DESIGN_NAME = displayVal
export DESIGN_NICKNAME = displayVal
export VERILOG_FILES = /design/flow/design.v
export SDC_FILE = /design/flow/constraint.sdc
export NUM_CORES = 4
export LEC_CHECK = 1
export CORE_AREA = 10 10 70 70
export DIE_AREA = 0 0 80 80
[flow/constraint.sdc]
current_design displayVal

set clk_period 1.6
set clk_io_pct 0.2

create_clock -name clk0 -period $clk_period

set non_clock_inputs [all_inputs -no_clocks]
set_input_delay [expr $clk_period * $clk_io_pct] -clock clk0 $non_clock_inputs
set_output_delay [expr $clk_period * $clk_io_pct] -clock clk0 [all_outputs]
[flow/design.v]
`timescale 1ns / 1ps
module displayVal(
    input w,
    input x,
    input y,
    input z,
    output a,
    output b,
    output c,
    output d,
    output e,
    output f,
    output g
    );
	 assign g=(~w)&(~x)&(~y)&(~z) | (~w)&(~x)&(~y)&(z) | (~w)&(x)&(y)&(z) | (w)&(x)&(~y)&(~z);
	 assign f=(~w)&(~x)&(~y)&(z) | (~w)&(~x)&(y)&(~z) | (~w)&(~x)&(y)&(z) | (~w)&(x)&(y)&(z) | (w)&(x)&(~y)&(z);
	 assign e=(~w)&(~x)&(~y)&(z) | (~w)&(~x)&(y)&(z) | (~w)&(x)&(~y)&(~z) | (~w)&(x)&(~y)&(z) | (~w)&(x)&(y)&(z) | (w)&(~x)&(~y)&(z);
	 assign d= (~w)&(~x)&(~y)&(z) | (~w)&(x)&(~y)&(~z) | (~w)&(x)&(y)&(z) | (w)&(~x)&(~y)&(z) | (w)&(~x)&(y)&(~z) | (w)&(x)&(y)&(z);
	 assign c=(~w)&(~x)&(y)&(~z) | (w)&(x)&(~y)&(~z) | (w)&(x)&(y)&(~z) | (w)&(x)&(y)&(z);
	 assign b=(~w)&(x)&(~y)&(z) | (~w)&(x)&(y)&(~z) | (w)&(~x)&(y)&(z) | (w)&(x)&(~y)&(~z) | (w)&(x)&(y)&(~z) | (w)&(x)&(y)&(z);
	 assign a =(~w)&(~x)&(~y)&(z) | (~w)&(x)&(~y)&(~z) | (w)&(~x)&(y)&(z) | (w)&(x)&(~y)&(z);
endmodule
==> flow_summary.json <==
{
  "max-slew-margin-rel_pct": 80.72,
  "yosys_warnings": 0,
  "fin_crit_ns": 1.556,
  "fill_cells": 403,
  "syn_area_per_cell_sq_um": 7.966,
  "cp.required_ns": 1.28,
  "drv_slew": 0,
  "synthSimpleGateAreaFrac_pct": 45.03,
  "hold_path.class": "primary input to output port",
  "grt_pass1_wl_um": 1414,
  "period_used_pct": 97.24,
  "port-buffer-count": 11,
  "worst_pin_slew_ns": 0.2847,
  "topCombFamilyByArea": "simple AND/OR/NAND/NOR gates",
  "wl_um": 824,
  "grt_max_degree": 10,
  "p_sw_share_pct": 39.57,
  "leakage_nw": 0.1988,
  "yosysSeqAreaShare_pct": 0,
  "drive_above_1_share_pct": 48.98,
  "grt_pass1_vias": 298,
  "drcViolationCount": 0,
  "power_frac_clock_pct": 0,
  "aoi_share_pct": 31.41,
  "max_freq_mhz": 642.8,
  "worst-endpoint-arrival_ns": 1.24,
  "diodes": 0,
  "synthAdderAreaFrac_pct": 0,
  "chip_area_sq_mm": 0.006400,
  "track_usage_pct": 2.563,
  "holdWs_ns": 1.081,
  "pwr-share-comb_pct": 100.0,
  "setup_tns_ns": 0,
  "ys_types": 23,
  "tool_warnings": 32,
  "first_iter_violations": 37,
  "worstSetupStartpoint": "y",
  "vias": 299,
  "grt.overflow.total": 0,
  "io_pins": 11,
  "post_drt_wl_per_cell_um": 8.674,
  "viasPerCell": 3.147,
  "core_sq_mm": 0.003416,
  "syn_inst": 30,
  "antenna_found_initial": 0,
  "dr.pass1.iters": 4,
  "timing.final.hold_violations": 0,
  "cp-end-kind": "output port",
  "ys_cells": 30,
  "hold_start": "w",
  "ys_sh_xor_pct": 7.330,
  "seq_area_sq_um": 0,
  "vdd_drop_max_mv": 0.1013,
  "switching_power_uw": 44.27,
  "status": "finished, final reports clean",
  "fp.dieW_um": 80,
  "yosys_area_sq_um": 239.0,
  "setup_violations": 0,
  "crit_fanout": 8,
  "intPower_uw": 67.60,
  "powerDensity_mw_per_mm2": 234.7,
  "muxShareOfSynthArea_pct": 0,
  "power_frac_seq_pct": 0,
  "place.gp.congestion": 0.7523,
  "antenna_left": 0,
  "start_kind": "primary input",
  "clock_buffers": 0,
  "synth_area_sq_um": 239.0,
  "drv_cap": 0,
  "fp_util_pct": 6.996,
  "row_count": 21,
  "dp_hpwl_um": 669.1,
  "path_class": "primary input to output port",
  "area_growth_pct": 99.48,
  "flops": 0,
  "dieHeight_um": 80
}
synth_stat cells, types with 2 or more instances:
master | number | area [sq um]
or3b_1 | 2 | 17.52
buf_6 | 2 | 22.52
nand4b_1 | 2 | 17.52
o21ai_0 | 2 | 10.01
xnor2_1 | 2 | 17.52
nor2b_1 | 2 | 12.51
a211o_1 | 2 | 17.52
per-layer routing:
layer  up-vias  global-route usage, %  wire [um]
met4         0                      0          0
met2        13                  2.970        222
met5         -                      0          0
met1       129                  4.285        457
met3         0                  1.023        144
li1        157                      -          -
per-stage QoR:
| step | power [mW] | setup slack (ns) | instances | utilization (%) | instance area, sq um |
|---|---|---|---|---|---|
| detailed placement | 0.1112 | -0.7371 | 95 | 13.52 | 461.7 |
| finish | 0.1119 | 0.04423 | 95 | 13.96 | 476.7 |
| global placement | 0.1088 | -0.7234 | 95 | 13.52 | 461.7 |
| floorplan | 0.04376 | 0.4278 | 30 | - | 239.0 |
| global route | 0.1233 | -0.005261 | 95 | 13.96 | 476.7 |
| CTS | 0.1062 | 0.01140 | 95 | 13.48 | 460.4 |
worst paths after layout:
path                  end  cells past startpoint
worst max-delay path    g                      5
worst min-delay path    c                      4
layout make-up:
type | instances | area (sq um) | share of cell area [%]
tap | 46 | 57.56 | 12.07
multi-input combinational | 25 | 226.5 | 47.51
inverter | 1 | 3.754 | 0.7874
timing repair buffer | 23 | 188.9 | 39.63
logic make-up after synthesis:
kind of cell | Yosys count
buf+inv | 5
compound gates | 10
xor+xnor | 2
simple gates | 13
critical path: stages:
cell      delay, ns
buf_4          0.13
buf_4          0.15
or3_1          0.39
o311ai_2       0.10
buf_2          0.15
repair_timing:
action	4_1_cts	5_1_grt
pin swaps	6	3
setup endpoints to repair	7	5
hold buffers	0	0
resized	35	7
setup buffers	1	0
cloned	0	0
power by group through the flow:
stage	Sequential [mW]	Clock (mW)	Combinational, mW
after global routing	0	0	0.123
final	0	0	0.112
after CTS	0	0	0.106
placed cells by master (no fill, tap or decap), drive strengths merged:
cell,synthesis,final
nand3,1,1
dlygate4sd2,0,3
a211o,2,2
inv,1,1
a21boi,1,1
o211ai,1,1
nor4b,1,1
o21a,1,1
nand2,1,1
or3b,2,2
a22oi,1,1
nand4b,2,2
nor2b,2,2
buf,4,17
clkdlybuf4s15,0,2
and4bb,1,1
nand3b,1,1
or3,1,1
xnor2,2,2
clkbuf,0,1
and4b,1,1
o311ai,2,2
o21ai,2,2
Power is estimated from default activity; no workload was simulated.
